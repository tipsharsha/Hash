$ cat flow/config.mk
export PLATFORM = sky130hd
export DESIGN_NAME = CBD_Super
export DESIGN_NICKNAME = CBD_Super
export VERILOG_FILES = /design/flow/design.v
export SDC_FILE = /design/flow/constraint.sdc
export NUM_CORES = 4
export LEC_CHECK = 1
export CORE_UTILIZATION = 40
$ cat flow/constraint.sdc
current_design CBD_Super

set clk_period 2.5
set clk_io_pct 0.2

create_clock -name clk0 -period $clk_period [get_ports {clk}]

set non_clock_inputs [all_inputs -no_clocks]
set_input_delay [expr $clk_period * $clk_io_pct] -clock clk0 $non_clock_inputs
set_output_delay [expr $clk_period * $clk_io_pct] -clock clk0 [all_outputs]
$ cat flow/design.v
module CBD_2(
    input clk,
    input reset,
    input [63:0] In,
    input ready,
    output reg [47:0]Out,
    output reg done,
    output reg give_bits,
    output reg [7:0]address
    );
    reg [3:0] state;
    wire [47:0] w1 [3:0];
    parameter s0 = 3'd0, s1 = 3'd1 , s2 = 3'd2,s3 = 3'd3,s4 = 3'd4;
   always @(posedge clk or posedge reset)
        if (reset)
        begin
            address <= -1;
            state <= s0;
        end
        else         
        begin
        case(state)
                s0:begin if(!reset && ready)begin state <= s1;  end
                           else state <=s0;
                  end
                s1: state <=s2; 
                s2:state<=s3;
                s3:state<=s4;
                s4 : state <=s0;
                default: state<=s0;
        endcase
        end
    CBD_2s c1(In[15:0],w1[0]);
    CBD_2s c2(In[31:16],w1[1]);
    CBD_2s c3(In[47:32],w1[2]);
    CBD_2s c4(In[63:48],w1[3]);
    always @(state)
        begin
            case(state)
            s0:begin
               Out <= 47'b0;
               done<=1'b0; 
               give_bits<=1'b1;   
               address<=address;
               end
            s1:begin  
               Out <= w1[0];
               done<=1'b1;  
               address<=address+1;
               give_bits<=1'b0;    
               end
            s2:begin
               Out <= w1[1];
               done<=1'b1;
               address<=address+1;     
               end
            s3:begin
               Out <= w1[2]; 
               done<=1'b1;  
               address<=address+1;  
               end  
            s4:begin
               Out <= w1[3];
               done<=1'b1;  
               address<=address+1;   
               end  
            default: begin 
            Out <= 47'b0;
            done<=1'b0;       
               end    
            endcase  
        end
endmodule
module CBD_2s( 
    input [15:0] In,
    output [47:0]Out
    );
genvar i;
generate
    for(i = 0;i<4;i=i+1)begin
       CBD_4b cb0(In[(i*4)+3:(i*4)],Out[(i*12)+11:i*12]);
    end
endgenerate
endmodule
module CBD_4b(
    input [3:0] In,
    output reg [11:0] Out
    );
    wire [3:0] a,b;
    assign a = In[0]+In[1];
    assign b = In[3]+In[2];
    always @(*)        
            begin
                Out = a - b;
            end
endmodule
module CBD_3(
    input clk,
    input reset,
    input [63:0] In,
    input ready,
    output reg [47:0]Out,
    output reg done,
    output reg give_bits,
    output reg [7:0]address
    );
     reg [3:0] state;
    wire [47:0] w1 [3:0];
    reg [47:0] temp_in;
    parameter s0 = 4'd0, s1 = 4'd1 , s2 =4'd2,s3 = 4'd3,s4 = 4'd4, s5 = 4'd5,s6 = 4'd6, s7 = 4'd7 , s8 =4'd8;
    always @(posedge clk or posedge reset)
        if (reset)
        begin
            address <=-1;
            state <= s0;
        end
        else         
        begin
        case(state)
                s0:begin if(!reset && ready )begin state <= s1;  end
                           else state <=s0;
                  end
                s1: if(ready)state <=s2; else state<=s0;
                s2:state<=s3;
                s3: if(ready)state <=s4; else state<=s0;
                s4 : state <=s5;
                s5: if(ready)state <=s6; else state<=s0;
                s6:state<=s7;
                s7 : state <=s8;
                s8 : state <=s0;
                default: state<=s0;
        endcase
        end 
    CBD_3s c1(In[23:0],w1[0]);
    CBD_3s c2(In[47:24],w1[1]);
    CBD_3s c3(temp_in[23:0],w1[2]);
    CBD_3s c4(temp_in[47:24],w1[3]);
    always @(state)
        begin
            case(state)
            s0:begin
               Out <= 47'b0;
               done<=1'b0; 
               give_bits<=1'b1;
               address<=address;  
               end
            s1:begin    
               Out <= w1[0];
               done<=1'b1;    
               give_bits<=1'b0; 
               temp_in[15:0] <=In[63:48];
               address<=address+1; 
               end
            s2:begin
               Out <= w1[1];
               done<=1'b1;   
               give_bits<=1'b1; 
               address<=address+1;  
               end
            s3:begin
               Out <= w1[0]; 
               done<=1'b1; 
               give_bits<=1'b0;
               temp_in[31:16] <=In[63:48];
               address<=address+1;    
               end  
            s4:begin
               Out <= w1[1];
               done<=1'b1;  
               give_bits<=1'b1; 
               address<=address+1;   
               end  
            s5:begin    
               Out <= w1[0];
               done<=1'b1;  
               give_bits<=1'b0;
               temp_in[47:32] <=In[63:48];  
               address<=address+1;  
               end
            s6:begin
               Out <= w1[1];
               done<=1'b1;
               address<=address+1;      
               end
            s7:begin
               Out <= w1[2]; 
               done<=1'b1;   
               address<=address+1; 
               end  
            s8:begin
               Out <= w1[3];
               done<=1'b1;  
               address<=address+1; 
               end  
            default: begin 
            Out <= 47'b0;
            done<=1'b0;       
               end    
            endcase  
        end
endmodule
module CBD_3s( 
    input [23:0] In,
    output  [47:0]Out
    );
genvar i;
generate
    for(i = 0;i<4;i=i+1)begin
       CBD_6b cb0(In[(i*6)+5:(i*6)],Out[(i*12)+11:i*12]);
    end
endgenerate
endmodule
module CBD_6b(
    input [5:0] In,
    output reg [11:0] Out
    );
    wire [11:0] a,b;
    assign a = In[0]+In[1]+In[2];
    assign b = In[3]+In[4]+In[5];
    always @(*)        
            begin
                Out = a - b;
            end
endmodule
module CBD_Super(
    input clk,
    input reset,
    input n,  
    input [63:0] In,
    input ready,
    output reg [47:0]Out,
    output reg done, 
    output reg give_bits,  
    output reg [7:0]address
    );
    wire s2,s3;
    wire [47:0] Out2, Out3;
    wire done2, done3;
    wire give_bits2,give_bits3;
    wire [7 :0] address2, address3;
    reg done_64;
    or(s2,n,reset,done_64);
    or(s3,~n,reset,done_64);
    CBD_2 c2(clk,s2,In,ready,Out2,done2, give_bits2,address2);
    CBD_3 c3(clk,s3,In,ready,Out3,done3, give_bits3,address3);
  always @(posedge clk)
   begin
      case(n)
      1'b1 : begin
             Out <= Out3;
             done <= done3;
             give_bits <= give_bits3;
             if(address3 == 7'h3f)
             begin
             address<=0;
             done_64 <=1;
             end
             else 
             begin
             address<=address3;
             done_64<=0;
             end
             end
      1'b0 : begin
             Out <= Out2;
             done <= done2;
             give_bits <= give_bits2;
             if(address2 == 7'h3f)
             begin
             address<=0;
             done_64 <=1;
             end
             else 
             begin
             address<=address2;
             done_64<=0;
             end
             end
      endcase 
   end  
endmodule
$ cat flow/run.sh
#!/bin/bash
# OpenROAD 26Q1-2900-gdf79404cd8, Yosys 0.63+post, stock flow scripts
make -C /OpenROAD-flow-scripts/flow DESIGN_CONFIG=/design/flow/config.mk WORK_HOME=/design/flow/orfs finish
==> results.tsv <==
metric	value	unit
status	complete, no violations	
wirelength	12.5	mm
cts_buffers	5	
core	13200	µm²
grt_overflow	0	
logic_area	3240	µm²
cap_violations	0	
hold_violations	0	
die_y	119	µm
place_area	6970	µm²
drive_gt1_share	17.1	%
start_kind	primary input	
path_clk_slew	0.06	ns
h-tree-depth	2	
yosys.area_share.simple	3.41	%
first_pass_iters	4	
cp_cell_sequence	dlygate4sd2_1, ha_1, fa_1, inv_1, fa_1, ha_2, inv_1, ha_1, nor2_2, nor3_1, o21ai_0	
numSynthFlops	79	
portBuffers	117	
relSlewSlack	65.0	%
dp_slack	-0.519	ns
warnings	51	
avgSynthCellArea	10.2	µm²
fillCellCount	1169	
grt_max_degree	18	
cpPeakStageDelay	0.42	ns
vias_per_cell	4.61	
cts_tree	done	
dieWidth	119	µm
ys_sh_mux	0.207	%
fin_crit_sh	98.8	%
netlist_instances	533	
clockBufferDepth	2	
dp_hpwl	10.9	mm
final_cell_mix	inv_1 (131), ha_1 (77), clkdlybuf4s50_1 (72), buf_4 (67), fa_1 (63)	
cts_setup_buffers	0	
fmax	405	MHz
die_area	14100	µm²
rsz0062_at_grt	yes	
cp-end-kind	register	
ant_nets	0	
drv_slew	0	
grt_usage	20.0	%
row_count	42	
synth_area	5440	µm²
pin_count	126	
drc_errors	0	
yosys.cell_types.count	33	
yosys_cells	533	
hold_slack	0.402	ns
antenna_found_initial	0	
crit_arrival	2.68	ns
untimed_endpoints	50	
xor_share	0	%
cp.buffers_inverters	3	
grt_pass1_vias	3989	
required	2.71	ns
drt_iter0_drc	175	
hp-class	register to register	
cp_slowest_cell	fa_1	
clock_latency	0.28	ns
ys_warn_count	133	
fp_util	41.0	%
design_area	7240	µm²
period_minus_slack	2.47	ns
unclocked_regs	50	
yosys_area	5440	µm²
cp_top_family	adder cells	
wl_per_cell	14.7	µm
cts_hold_buf	0	
async_reset_ff_share	17.7	%
area_growth	33.3	%
layout_top_cell	inv_1	
path_class	primary input to register	
peakVddDrop	0.306	mV
seq_area	1400	µm²
finalClockSkew	0.00580	ns
ys_sh_aoi	8.82	%
insertedDiodeCount	0	
layout_setup_ws	0.0300	ns
ys.flop_type	dlxtp_1	
via_count	3936	
edf_count	0	
gp_congestion	0.939	
setup_viol	0	
grt_pass1_wl	20.8	mm
yosys.area_share.adder	44.7	%
critPathMaxFanout	2	
top_logic_kind	adder cells	
worst_slew_pin_slew	0.526	ns
power.density	279	nW/µm²
postLayoutCoreUtil	54.7	%
cts_root_buf	clkbuf_16	
power.leakage	3.71	nW
[where the power goes]
group	switching (mW)	internal, mW
logic	0.380	0.402
clock network	0.230	0.497
registers	0.0154	0.493
[routing by layer]
metal  track usage (%)  routed length (µm)  vias up
met5                 0                   0        -
met4              2.06                 149        0
met3              5.12                 987        9
met2              31.0                5780      152
met1              30.7                5620     1885
li1                  -                   -     1890
[cells by family after synthesis]
group | Yosys count
flops | 29
fa+ha+maj | 151
latches | 50
other cells | 1
simple gates | 41
mux | 1
compound gates | 62
buf+inv | 198
[cells in the mapped netlist (all sizes together), types with 2 or more instances]
cell / count / share of area, %
a221oi: 13 / 2.1
a22o: 11 / 1.8
and2: 3 / 0.35
and3: 2 / 0.23
buf: 47 / 6.5
clkbuf: 8 / 0.55
dfrtp: 12 / 5.5
dfstp: 2 / 0.97
dfxtp: 15 / 5.5
dlxtn: 2 / 0.55
dlxtp: 48 / 13
fa: 72 / 27
ha: 79 / 18
inv: 142 / 9.8
nand2: 7 / 0.48
nor2: 18 / 1.2
nor3: 7 / 0.64
o21ai: 6 / 0.55
o22ai: 27 / 3.2
or3: 2 / 0.23
[final timing paths]
kind                              from     endpoint  slack [ns]  cells past startpoint
hold / removal             c3.state[4]  c3.state[8]        0.40                      0
min in group asynchronous        reset  c2.state[3]        0.56                      3
setup / recovery                In[27]       Out[2]        0.03                     11
setup reg to reg           c2.state[3]      Out[11]        0.59                      4
max in group asynchronous            n  c3.state[0]        1.10                      3
hold reg to reg            c3.state[4]  c3.state[8]        0.40                      0
[sequential cells by signal, summed over array words and instances (netlist names)]
| signal | flops |
|---|---|
| c3.temp_in | 48 |
| c2.give_bits | 1 |
| Out | 13 |
| done | 1 |
| c3.give_bits | 1 |
| c2.state | 5 |
| c3.state | 9 |
| give_bits | 1 |
[per-stage QoR]
step	cells	TNS [ns]	power [mW]
3_3_place_gp	845	-4.71	1.28
4_1_cts	853	-0.0236	2.03
6_report	853	0	2.02
3_5_place_dp	845	-4.90	1.28
2_1_floorplan	540	0	0.876
5_1_grt	853	-0.0529	2.17
[repair_timing]
item,in CTS,in global routing
resized,58,22
pin swaps,27,10
gates cloned,0,0
hold endpoints to repair,0,0
endpoints found under the setup margin,9,8
[final cells by class]
cell class / count / area share [%]
well taps: 176 / 3.04
repair buffers: 184 / 23.0
multi-input cells: 263 / 44.7
flip-flops and latches: 79 / 19.4
clock inverters: 2 / 0.518
clock buffers: 6 / 1.92
inverters: 143 / 7.41
No activity file was given, so power comes from the tool's default toggle rates.
