`run.sh`:
```
#!/bin/bash
# OpenROAD 26Q1-2900-gdf79404cd8, Yosys 0.63+post, stock flow scripts
make -C /OpenROAD-flow-scripts/flow DESIGN_CONFIG=/design/flow/config.mk WORK_HOME=/design/flow/orfs finish
```
`config.mk`:
```
export PLATFORM = sky130hd
export DESIGN_NAME = Sync_FIFO
export DESIGN_NICKNAME = Sync_FIFO
export VERILOG_FILES = /design/flow/design.v
export SDC_FILE = /design/flow/constraint.sdc
export NUM_CORES = 4
export LEC_CHECK = 1
export CORE_UTILIZATION = 50
```
`constraint.sdc`:
```
current_design Sync_FIFO

set clk_period 309.3
set clk_io_pct 0.2

create_clock -name clk0 -period $clk_period [get_ports {clk}]

set non_clock_inputs [all_inputs -no_clocks]
set_input_delay [expr $clk_period * $clk_io_pct] -clock clk0 $non_clock_inputs
set_output_delay [expr $clk_period * $clk_io_pct] -clock clk0 [all_outputs]
```
`design.v`:
```
`timescale 1ns / 1ps
module Sync_FIFO( clk, rst, buf_in, buf_out, wr_en, rd_en, buf_empty, buf_full, out_valid);
input                 rst, clk, wr_en, rd_en;   
input [64-1:0]           buf_in;                   
output[64-1:0]           buf_out;                  
output                buf_empty, buf_full;
output                  reg out_valid;      
reg[64-1:0]              buf_out;
reg                   buf_empty, buf_full;
reg[6 :0]    fifo_counter;
reg[6 -1:0]  rd_ptr, wr_ptr;            
reg[64-1:0]              buf_mem[( 1<< 6 ) -1 : 0];  
always @(fifo_counter)
begin
   buf_empty = (fifo_counter==0);    
   buf_full = (fifo_counter== ( 1<< 6 ));   
end
always @(posedge clk or posedge rst)
begin
   if( rst ) begin
       fifo_counter <= 0;		 
    end
   else if( (!buf_full && wr_en) && ( !buf_empty && rd_en ) )   
       fifo_counter <= fifo_counter;			 
   else if( !buf_full && wr_en )			 
       fifo_counter <= fifo_counter + 1;
   else if( !buf_empty && rd_en )		 
       fifo_counter <= fifo_counter - 1;
   else
      fifo_counter <= fifo_counter;			 
end
always @( posedge clk or posedge rst)
begin
   if( rst ) begin
      buf_out <= 0;
             out_valid <= 0;
   end		 
   else
   begin
      if( rd_en && !buf_empty ) begin
         buf_out <= buf_mem[rd_ptr];	 
        out_valid <= 1;
    end
      else begin
         buf_out <= buf_out;		
         out_valid <= 0;
     end
   end
end
always @(posedge clk)
begin
   if( wr_en && !buf_full )
      buf_mem[ wr_ptr ] <= buf_in;		 
   else
      buf_mem[ wr_ptr ] <= buf_mem[ wr_ptr ];
end
always@(posedge clk or posedge rst)
begin
   if( rst )
   begin
      wr_ptr <= 0;		 
      rd_ptr <= 0;		 
   end
   else
   begin
      if( !buf_full && wr_en )    
			wr_ptr <= wr_ptr + 1;		 
      else  
			wr_ptr <= wr_ptr;
      if( !buf_empty && rd_en )   
			rd_ptr <= rd_ptr + 1;		 
      else 
			rd_ptr <= rd_ptr;
   end
end
endmodule
```
==> job_summary.md <==
### Metrics collected by this job

| Metric | Value |
|---|---|
| Status | finished clean |
| Layout area overhead | 13.5% |
| Top cells, area | edfxtp_1, mux4_2, mux2i_1 |
| CTS root buf | clkbuf_16 |
| Port Buf Inserts | ~130 |
| Slew @ Worst Pin | roughly 1100 ps |
| Detailed placement HPWL | between 200000 and 300000 um |
| Tmin final | 65210 ps |
| Sequential power share | roughly two fifths |
| Area leader share | around 77% |
| Worst-path fanout max | 26 |
| Antenna violations before repair | 11 |
| Pleak | approximately 57 nW |
| CTS tree | done |
| Via count | 75.3k |
| Combinational power share | approximately 29% |
| Routed vias/inst | ~6.2 |
| Row count | 206 |
| Number of synthesized flops with an enable pin | 4096 |
| Comb area | approximately 33000 um^2 |
| Critical Path Max Stage Delay | between 500 and 600 ps |
| Synth Instances | about 7.0k |
| TritonCTS Buffers | about 420 |
| Dpl cells | roughly 11k |
| Yosys Instances | 7049 |
| Initial DRC Count | 5085 |
| Tool warnings | 27 |
| Hold WS | roughly 560 ps |
| Slowest cell on crit path | nor2_4 |
| Die area | about 320000 um^2 |
| GRT Resource Usage Total | a little under a third |
| Vias in the first global route | ~83k |
| Pre-CTS setup slack | around 240000 ps |
| Worst Setup Start Kind | input port |
| Maximum ir drop on the vdd rail | around 6.4 uV |
| Post-cts resize count | 0 |
| Synth warn | 1 |
| Fmax | roughly 15 MHz |
| Die X | about 570 um |
| Period utilization | between 20% and 30% |
| Final Skew | slightly below 80 ps |
| RSZ-0062 raised after global routing | no |
| DRT antenna net count | 0 |
| Number of non-filler instances in the completed layout | 12.1k |
| Arrival time worst endpoint | between 60000 and 70000 ps |
| WL final | roughly 430000 um |
| Fp_density | roughly 50% |
| CP Capture Type | register |
| Final setup margin | 244090 ps |
| Sequential area share after synthesis | about four fifths |
| Max-slew headroom | a little under 30% |
| DR pass1 iterations | 8 |
| Final tally of max-slew violations | 0 |
| Area of the core | between 300000 and 400000 um^2 |
| I/O pins | ~140 |
| Register Area | 125000 um^2 |
| Internal cell power | about 0.0011 W |
| Fin Setup TNS | 0 ps |
| Post-CTS setup buffers | 0 |
| Switch Pwr | 0.000515 W |
| Global route overflow | 0 |
| Synth async-reset ratio | 2.01% |
| Clock Tree Buf Depth | 4 |
| Cell Pwr Density | between 9 and 10 nW/um^2 |
| Die y size | about 570 um |
| Worst Path Required | about 310000 ps |
| Yosys top cell by area | edfxtp_1 |
| First-pass GRT wire length | between 600000 and 700000 um |
| Yosys reg bits | approximately 4.2k |
| Avg Synthesized Cell Area | 22.5 um^2 |
| Clock slew at reported path FFs | roughly 60 ps |
| Top_reg_cell synth | edfxtp_1 |
| Clock latency (worst-skew pair) | between 900 and 1000 ps |
| # setup viols final | 0 |
| Final Hold Fails | 0 |
| Share of layout cells above drive strength 1 | ~27% |
| Clock Power Share | 30.6% |
| Pin count of the biggest net entering global routing | between 80 and 90 |
| Min-delay worst type | register to register |
| Cell area after synthesis | ~160000 um^2 |
| Htree depth | 5 |
| Switching Share | 31.5% |
| Hold_buf cts | 0 |
| WL per Instance | roughly 35 um |
| Fillers | ~22k |
| Unique cell types | 55 |
| Remaining DRCs | 0 |
| Crit path cell chain | clkdlybuf4s50_1, o41a_1, buf_4, inv_1, buf_4, nor2_1, nand3b_1, buf_4, nor2_4, buf_4, buf_4 |
| CP Class | input port to register |
| Gp weighted congestion | about 0.94 |
| Max-cap viol count | 0 |
| Synthesis area per yosys | 159000 um^2 |
| Clk sinks | 4180 |
| Most used cell, CP | buf_4 |
cell usage in the layout (no fill, tap or decap), types with 23 or more instances in the layout:
master / count
clkbuf_16: 426
edfxtp_1: 4096
o22ai_1: 229
nor2b_1: 78
mux2_2: 122
nor2_4: 64
clkbuf_1: 105
a22oi_1: 95
a211oi_1: 73
dfrtp_1: 80
mux2i_1: 306
nor2_1: 30
clkinv_2: 71
a21oi_1: 142
nand3_1: 66
o21ai_0: 68
o32ai_1: 53
bufinv_16: 40
o21ai_1: 50
clkinv_1: 88
buf_2: 59
nand2_1: 23
mux4_2: 926
clkdlybuf4s50_1: 70
buf_4: 357
cells in the mapped netlist, types with 10 or more instances:
master and instances:
a211oi_1 73, clkbuf_1 172, o31ai_1 10, nand3_1 66
mux4_2 926, buf_1 60, nor4_1 10, mux2_2 122
nor2_1 94, xnor2_1 12, a22oi_1 95, dfrtp_1 84
o21ai_0 68, a21oi_1 142, o21ai_1 50, mux2i_1 306
buf_2 178, edfxtp_1 4096, o32ai_1 54, nor3_1 17
nand2_1 27, nor2b_1 78, o22ai_1 229
flip-flops by register name (all words and copies together), names as in the netlist:
signal        count
buf_mem        4096
fifo_counter      7
wr_ptr            6
buf_out          64
out_valid         1
rd_ptr            6
path summary, 6_finish.rpt:
kind                                start         endpoint  slack [ps]  cells after the start
worst min register to register  wr_ptr[2]        wr_ptr[2]         560                      1
worst min-delay path            wr_ptr[2]        wr_ptr[2]         560                      1
worst max-delay path                wr_en  buf_mem[50][52]      244090                     11
max in group asynchronous             rst      buf_out[59]      246820                      3
worst max register to register  rd_ptr[1]      buf_out[16]      302330                     12
min in group asynchronous             rst       buf_out[4]       61310                      2
per-layer routing:
layer,part of all wire (%),track usage [%]
met1,31,40.0
met3,17,22.1
met5,0.12,1.21
met2,47,43.8
met4,5.0,11.1
final cells by class:
cell class / count / share of cell area [%]
clock inverters: 237 / 1.37
clock buffers: 537 / 6.18
well taps: 4160 / 2.89
inverters: 8 / 0.0222
diodes: 5 / 0.00694
repair buffers: 494 / 2.13
multi-input cells: 2446 / 18.0
flip-flops and latches: 4180 / 69.4
critical path: cells and delay by family:
family          cells  cell delay, ps
buf+inv             7            2560
simple gates        3            1170
compound gates      1             140
power by group through the flow:
| stage | Clock (W) | Combinational, W | Sequential (W) |
|---|---|---|---|
| finish | 0.000500 | 0.000467 | 0.000667 |
| global route | 0.000528 | 0.000492 | 0.000669 |
| CTS | 0.000508 | 0.000474 | 0.000667 |
cell families (layout without fill, tap and decap cells):
kind of cell | after synthesis | after routing | share of synthesized area [%]
simple gates | 323 | 323 | 1.02
mux | 1354 | 1354 | 15.9
flops | 4180 | 4180 | 78.7
compound gates | 745 | 745 | 2.99
other cells | 0 | 5 | 0
fa+ha+maj | 9 | 9 | 0.0756
xor+xnor | 15 | 15 | 0.0945
buf+inv | 423 | 1276 | 1.16
per-stage QoR:
step / power (W) / util (%) / cell area [um^2]
after floorplan: 0.000946 / - / 159000
after global placement: 0.00115 / 52.8 / 167000
after detailed placement: 0.00115 / 52.8 / 167000
after CTS: 0.00165 / 57.2 / 180000
after global routing: 0.00169 / 57.2 / 180000
final: 0.00163 / 57.2 / 180000
Power is estimated from default activity; no workload was simulated.
